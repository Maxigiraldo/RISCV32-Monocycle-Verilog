$ cat flow/config.mk
export PLATFORM = sky130hd
export DESIGN_NAME = Branch_Unit
export DESIGN_NICKNAME = Branch_Unit
export VERILOG_FILES = /design/flow/design.v
export SDC_FILE = /design/flow/constraint.sdc
export NUM_CORES = 4
export LEC_CHECK = 1
export CORE_AREA = 10 10 98 98
export DIE_AREA = 0 0 108 108
$ cat flow/constraint.sdc
current_design Branch_Unit

set clk_period 4.8
set clk_io_pct 0.2

create_clock -name clk0 -period $clk_period

set non_clock_inputs [all_inputs -no_clocks]
set_input_delay [expr $clk_period * $clk_io_pct] -clock clk0 $non_clock_inputs
set_output_delay [expr $clk_period * $clk_io_pct] -clock clk0 [all_outputs]
$ cat flow/design.v
module Branch_Unit (
	input [31:0] rs1_data,
	input [31:0] rs2_data,
	input [2:0] funct3,
	input branch,
	output reg pc_src
);
always @(*) begin
	pc_src = 0;
		if (branch) begin
			case (funct3)
				3'b000: pc_src = (rs1_data == rs2_data);            
            3'b001: pc_src = (rs1_data != rs2_data);            
            3'b100: pc_src = ($signed(rs1_data) < $signed(rs2_data));   
            3'b101: pc_src = ($signed(rs1_data) >= $signed(rs2_data));  
            3'b110: pc_src = (rs1_data < rs2_data);             
            3'b111: pc_src = (rs1_data >= rs2_data);            
            default: pc_src = 0;
			endcase
		end
	end
endmodule
$ cat flow/run.sh
#!/bin/bash
# OpenROAD 26Q1-2900-gdf79404cd8, Yosys 0.63+post, stock flow scripts
make -C /OpenROAD-flow-scripts/flow DESIGN_CONFIG=/design/flow/config.mk WORK_HOME=/design/flow/orfs finish
==> results.txt <==
Implementation results. The total overflow left after global routing is 0. Average via count per standard cell landed at 3.50. The run finished with clean final reports. Final cycle utilization of the critical path landed at 90.5%. Hold analysis lists the worst path endpoint as pc_src. Hold path depth landed at 4.

Data on the critical path is required at its endpoint by 3.84 ns. Per the cell usage report, the commonest logic cell in the layout is clkdlybuf4s50_1. First-pass GRT wire length landed at 5080 um.

Per the hold report, the tightest min-delay path originates at branch. Net switching is 35.7% of the power. Combinational share of power landed at 100.0%. Switching power of the nets landed at 0.0443 mW. In this run the vertical extent of the chip is 108 um.

Endpoints failing hold in the final report were tallied at 0. Post-route antenna net violation count landed at 0. The final timing report counts setup violations totalling 0. The worst setup path is launched from a primary input. Once layout is done, the placed cells without fillers occupy 1750 um2.

Minimum setup slack in the final design landed at 0.455 ns. In this run the mean area of a mapped cell was 7.43 um2. Highest ir drop seen on vdd landed at 0.0000251 V. Number of sequential cells in the layout landed at 0.

Shortest period the worst path allows landed at 4.34 ns. The highest metal layer carrying signal wires in the routed design is met3. Distinct cell type count after synthesis landed at 28. Number of search-and-repair iterations in the first detailed-routing pass landed at 4.

Once the clock tree was built, the resizer swapped 0 gates to a different size. After detailed routing, the met2 layer carries 1580 um of wire. During I/O placement, the number of pins put on the boundary was 69. Entering global routing, the biggest net connects 7 pins. Setup fix buffers added after clock tree synthesis landed at 0. Setup TNS landed at 0 ns. Footprint of the multi-input gates landed at 808 um2. For this run, the chip area from Yosys synthesis comes to 928 um2. Biggest fanout along the worst timing path landed at 3. After detailed routing, the average wire length per cell comes to 10.7 um. Count of input and output buffers landed at 69. In the global route stage, overall resource usage came out at 5.29%. Total DRC errors in the routed layout landed at 0. Transition time of the tightest slew-check pin landed at 0.361 ns.

The power report attributes to the sequential group a share of 0%. Maximum frequency from static timing analysis landed at 0.230 GHz. The run reported a max-capacitance violation count of 0. Met1 wire length landed at 1340 um. Worst slew margin relative to its limit landed at 75.6%. For this design the ratio of total power to cell area is 71.0 nW/um2. The layout has 0 clock buffers. For this design the static power due to leakage is 0.831 nW. Design internal power landed at 0.0797 mW. For reference, the placement row count at floorplan is 32. Worst slack at placement landed at 0.414 ns. Combined flip-flop and latch cell area landed at 0 um2. Antenna cell count landed at 0. Cells with a size suffix above 1 make up 3.61% of the layout.

Initial antenna violation count landed at 0. At the end of routability-driven placement, the weighted congestion stood at 0.739. Warning count from the yosys run landed at 1.

Note, the detailed placer reported a final HPWL of 3090 um. The most critical min-delay path falls under primary input to output port. Length of routed met3 wiring landed at 259 um.

Detailed routing inserted a total of 1037 vias. Number of design-rule violations left by the first detailed-router iteration landed at 9. In the layout the commonest cells are 69 x clkdlybuf4s50_1, 32 x inv_1, 32 x ha_1. Share of the core filled by cells before placement landed at 12.1%. Width of the chip landed at 108 um. Number of fill cells landed at 821. Final number of max-transition violations landed at 0. Setup repair after global routing left no endpoint under its margin. The number of cells reported by Yosys stat comes to 125.

Count of warning messages emitted by the tools landed at 32. Synthesized instance count landed at 125. According to the floorplan report, the total die area is 11700 um2.

Placeable core region landed at 7650 um2. The worst setup path is of the primary input to output port kind. STA classifies the critical path endpoint as an output port. Between the synthesized netlist and the finished layout, the area growth was recorded as 88.1%. Area of the mapped netlist landed at 928 um2. The via count of the first global-routing pass was 1113.

Detailed placement reports a standard cell area of 1750 um2. Summed over all layers, the routed wires come to 3180 um. Part of the Yosys area used for sequential elements landed at 0%. The number of hold buffers added after CTS was 0.

Data arrival time of the critical path landed at 3.38 ns. Clock network fraction of design power landed at 0%.
## worst max-delay path by stage
stage / from / to / cells past startpoint
5_1_grt: rs2_data[1] / pc_src / 10
6_report: rs2_data[25] / pc_src / 9
4_1_cts: rs2_data[31] / pc_src / 9
## synth_stat cells
library cell / count / area share (%)
and3_4: 1 / 1.2
a211oi_1: 2 / 1.6
nand4_2: 2 / 2.7
nand4_1: 6 / 4.0
nor4b_1: 1 / 0.94
nand3b_1: 1 / 0.81
and2_1: 1 / 0.67
and2b_2: 1 / 0.94
a21oi_1: 13 / 7.0
ha_1: 32 / 43
o311ai_0: 1 / 0.94
nor3_1: 1 / 0.54
xor2_1: 1 / 0.94
nand3_1: 4 / 2.2
o211ai_1: 1 / 0.81
inv_1: 32 / 13
o21ai_0: 4 / 2.2
o31ai_2: 1 / 1.3
nor3b_1: 1 / 0.81
o2111ai_1: 1 / 0.94
nor2b_1: 2 / 1.3
a21boi_0: 1 / 0.81
mux2i_1: 2 / 2.2
nor2_1: 5 / 2.0
nor4_4: 1 / 2.3
a21o_1: 3 / 2.4
nand2_1: 3 / 1.2
nand3_2: 1 / 1.1
## cell type report
| class | instances | share of cell area [%] |
|---|---|---|
| Inverter | 32 | 6.88 |
| Multi-Input combinational cell | 93 | 46.3 |
| Tap cell | 102 | 7.31 |
| Timing Repair Buffer | 69 | 39.5 |
## per-stage QoR
step                hold slack [ns]  util [%]  power (mW)  cells
floorplan                      1.99         -      0.0532    125
global placement               2.97      22.8       0.125    296
detailed placement             2.98      22.8       0.126    296
CTS                            2.98      22.8       0.127    296
global route                   3.02      22.8       0.142    296
finish                         2.95      22.8       0.124    296
## power by group through the flow
stage     logic, mW  registers [mW]  clock network (mW)
4_1_cts       0.127               0                   0
5_1_grt       0.142               0                   0
6_report      0.124               0                   0
## per-layer routing
metal | vias up | global-route usage [%]
met5 | - | 0
met4 | 0 | 0
met3 | 0 | 1.51
met2 | 31 | 9.53
met1 | 423 | 6.46
li1 | 583 | -
## critical path: stages
cell,delay (ns)
clkdlybuf4s50_1,0.46
inv_1,0.04
ha_1,0.30
nand4_2,0.18
nor4_4,0.38
o311ai_0,0.21
o2111ai_1,0.15
mux2i_1,0.20
clkdlybuf4s50_1,0.50
## cell families (layout without fill, tap and decap cells)
| logic type | Yosys count | count (layout) | share of synthesized area (%) |
|---|---|---|---|
| adder cells (fa/ha/maj) | 32 | 32 | 43.1 |
| buffers and inverters | 32 | 101 | 12.9 |
| AND/OR/NAND/NOR | 31 | 31 | 22.8 |
| AND-OR/OR-AND | 27 | 27 | 18.1 |
| multiplexers | 2 | 2 | 2.16 |
| XOR/XNOR | 1 | 1 | 0.944 |
Power is estimated from default activity; no workload was simulated.
